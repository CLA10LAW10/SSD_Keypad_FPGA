--- /design/flow/config.mk ---
export PLATFORM = sky130hd
export DESIGN_NAME = pulse_gen
export DESIGN_NICKNAME = pulse_gen
export VERILOG_FILES = /design/flow/design.v
export SDC_FILE = /design/flow/constraint.sdc
export NUM_CORES = 4
export LEC_CHECK = 1
export CORE_AREA = 10 10 104 104
export DIE_AREA = 0 0 114 114
--- /design/flow/constraint.sdc ---
current_design pulse_gen

set clk_period 4.6
set clk_io_pct 0.2

create_clock -name clk0 -period $clk_period [get_ports {clk}]

set non_clock_inputs [all_inputs -no_clocks]
set_input_delay [expr $clk_period * $clk_io_pct] -clock clk0 $non_clock_inputs
set_output_delay [expr $clk_period * $clk_io_pct] -clock clk0 [all_outputs]
--- /design/flow/design.v ---
`timescale 1ns / 1ps
module pulse_gen(
    input clk,
    input rst,
    output pulse
);
logic [18:0] counter;
logic pulse_reg;
always_ff @(posedge clk, posedge rst) begin
    if (rst == 1) begin
        counter <= 0;
        pulse_reg <= 0;
    end
    else begin
        counter <= counter + 1;
        if (counter == 0) begin
            pulse_reg <= 1;
        end
        else begin
            pulse_reg <= 0;
        end
    end
end
assign pulse = pulse_reg;
endmodule
--- /design/flow/run.sh ---
#!/bin/bash
# OpenROAD 26Q1-2900-gdf79404cd8, Yosys 0.63+post, stock flow scripts
make -C /OpenROAD-flow-scripts/flow DESIGN_CONFIG=/design/flow/config.mk WORK_HOME=/design/flow/orfs finish
==> flow_summary_export.csv <==
group,metric,value,unit
detailed_routing,initialDrtViolationCount,10,
logic_synthesis,edf_count,0,
grt,antenna_found_initial,0,
setup_path,worst-path-stages,1,
clock_network,cts-resized-gates,0,
final_layout,seq_area,500,µm²
detailed_routing,highest_layer,"met4",
placement,dp_hpwl,1060,µm
final_timing,layout_setup_ws,2.66,ns
detailed_routing,vias_per_cell,2.72,
placement,place_ws,2.67,ns
grt,first_global_vias,519,
logic_synthesis,top_cell_area_share,55.6,%
final_timing,hold_viol_final,0,
final_layout,stdcell_count,191,
grt,grt_max_degree,21,
logic_synthesis,synthCells,77,
grt,grt_usage,2.46,%
final_timing,final_max_slew_viol_count,0,
power,p_comb_share,1.3,%
final_timing,period_used_share,42.3,%
power,seq_power_share,56.9,%
die,dieHeight,114,µm
detailed_routing,finalWirelength,1440,µm
detailed_routing,wl_met3,101,µm
final_timing,finalSetupViolations,0,
setup_path,path_buffers,1,
detailed_routing,drc,0,
setup_path,max_stage_delay,0.45,ns
clock_network,cts_root_buf,"clkbuf_8",
clock_network,clkTransAtPathRegs,0.07,ns
final_timing,max_freq,514,MHz
power,p_leak,0.000496,µW
clock_network,cts_buffer_depth,2,
clock_network,clkLatencyLatePin,0.25,ns
clock_network,cts_buffers,3,
detailed_routing,drtPass1Iterations,4,
clock_network,numClockSinks,20,
detailed_routing,wl_met2,548,µm
grt,grt_pass1_wl,2610,µm
clock_network,postCtsSetupBuffers,0,
logic_synthesis,yosys-top-cells-count,"dfrtp_1 (20), xnor2_1 (12), nand3_1 (9)",
die,die-area,13000,µm²
grt,overflow,0,
power,swShare,18.2,%
die,std_cell_rows,34,
final_timing,relSlewSlack,50.0,%
power,p_per_area,278,nW/µm²
setup_path,r2r_cells,5,
final_timing,fin_crit,1.94,ns
die,core,8680,µm²
detailed_routing,wl_met1,752,µm
detailed_routing,antenna_left,0,
power,power.net_switching,56.3,µW
detailed_routing,wl_per_cell,7.51,µm
detailed_routing,antenna_cells,0,
setup_path,slowest_stage,"clkdlybuf4s50_1",
hold_path,hold_path_class,"flop to flop",
run,warning_count,26,
final_timing,rsz0062_at_grt,"false",
run,cap_violations,0,
setup_path,start_kind,"flop",
logic_synthesis,synth_flops,20,
setup_path,worstPathCellList,"clkdlybuf4s50_1",
logic_synthesis,topCellsByArea,"dfrtp_1 (56%), xnor2_1 (12%), nand3_1 (5.0%)",
final_timing,fin_skew,0.00194,ns
logic_synthesis,synth_cell_types,18,
die,io_pins,3,
final_layout,drive_gt1_share,13.3,%
logic_synthesis,most_common_cell,"dfrtp_1",
placement,dpl.cell_count,187,
logic_synthesis,synth-async-reset-ratio,100,%
clock_network,cts_tree,"yes",
final_timing,fin_tns_setup,0,ns
final_layout,logic_area,382,µm²
logic_synthesis,ys_warn_count,1,
clock_network,cts_hold_buf,0,
final_layout,fin_util,12.8,%
logic_synthesis,postSynthSeqShare,55.6,%
setup_path,path_class,"flop to primary output",
placement,globalplace.congestion,0.760,
power,p_int,253,µW
placement,io_buffers,2,
logic_synthesis,syn_area_per_cell,11.7,µm²
outcome,outcome,"finished clean",
logic_synthesis,ys_area,901,µm²
final_layout,area_growth,23.3,%
hold_path,hold_depth,1,
clock_network,htree_levels,1,
die,fp_util,10.4,%
logic_synthesis,ys_cells,77,
setup_path,crit_family,"buffers and inverters",
power,pwr-share-clk,41.7,%
setup_path,critPathCaptureType,"primary output",
setup_path,critPathRequiredTime,3.68,ns
power,peakVddDrop,0.0887,mV
final_layout,num-fill-cells,988,
die,die_x,114,µm
setup_path,critPathArrivalTime,1.02,ns
setup_path,worstPathMaxFanout,1,
logic_synthesis,ff_type,"dfrtp_1",
final_timing,tightest_slew,0.749,ns
final_layout,largest_reg_flops,19,
logic_synthesis,syn_area,901,µm²
logic_synthesis,synth_area_leader_cell,"dfrtp_1",
detailed_routing,vias,520,
==> cells in the final DEF, fill, tap and decap left out <==
master and n:
and3_1 3, clkbuf_8 4, clkdlybuf4s50_1 2, dfrtp_1 20, ha_1 2, inv_1 5
nand2_1 2, nand3_1 9, nand3_2 2, nand4_1 2, nand4_2 2, nor2_1 5
nor2_2 1, nor3_1 1, nor3_2 2, nor4_1 2, nor4b_1 1, or4_1 1
xnor2_1 12, xor2_1 5
==> power groups by stage <==
| stage | clock (µW) | sequential (µW) | combinational, µW |
|---|---|---|---|
| global route | 144 | 176 | 5.10 |
| finish | 129 | 176 | 4.11 |
| CTS | 135 | 176 | 4.53 |
==> routing by layer <==
metal,up-vias,GRT usage [%]
li1,274,-
met5,-,0
met4,0,0.418
met3,2,1.38
met2,6,3.19
met1,238,3.51
==> path summary, 6_finish.rpt <==
kind	start	to	slack, ns
worst min-delay path	counter[18]	counter[18]	0.47
max in group asynchronous	rst	counter[5]	3.03
worst max-delay path	pulse_reg	pulse	2.66
worst max register to register	counter[0]	counter[16]	3.13
worst min register to register	counter[18]	counter[18]	0.47
min in group asynchronous	rst	counter[2]	1.10
==> through the flow <==
| stage | power [µW] | hold slack (ns) | area, µm² |
|---|---|---|---|
| after global placement | 184 | 0.461 | 1060 |
| after global routing | 325 | 0.502 | 1110 |
| final | 309 | 0.474 | 1110 |
| after CTS | 315 | 0.480 | 1110 |
| after floorplan | 182 | 0.440 | 901 |
| after detailed placement | 184 | 0.471 | 1060 |
==> cell families after synthesis <==
| logic type | Yosys count | share of synthesized area, % |
|---|---|---|
| adders and majority gates | 2 | 2.78 |
| xor gates and xnor gates | 17 | 16.5 |
| buffers and inverters | 5 | 2.08 |
| DFF | 20 | 55.6 |
| and+or+nand+nor | 33 | 23.1 |
==> worst register-to-register path, stage by stage (launching register included) <==
cell and delay (ns):
dfrtp_1 0.39, ha_1 0.24, nand4_2 0.17, nor3_2 0.27
nand3_1 0.13, xnor2_1 0.15
==> final cells by class <==
cell class | count | share of cell area [%]
sequential | 20 | 45.0
clock buffer | 4 | 4.95
timing repair buffer | 2 | 1.80
multi-input combinational | 52 | 34.3
tap | 108 | 12.2
inverter | 5 | 1.69
Power is estimated from default activity; no workload was simulated.
