File: config.mk
export PLATFORM = sky130hd
export DESIGN_NAME = keypad_decoder
export DESIGN_NICKNAME = keypad_decoder
export VERILOG_FILES = /design/flow/design.v
export SDC_FILE = /design/flow/constraint.sdc
export NUM_CORES = 4
export LEC_CHECK = 1
export CORE_UTILIZATION = 50
File: constraint.sdc
current_design keypad_decoder

set clk_period 1.6
set clk_io_pct 0.2

create_clock -name clk0 -period $clk_period [get_ports {clk}]

set non_clock_inputs [all_inputs -no_clocks]
set_input_delay [expr $clk_period * $clk_io_pct] -clock clk0 $non_clock_inputs
set_output_delay [expr $clk_period * $clk_io_pct] -clock clk0 [all_outputs]
File: design.v
`timescale 1ns / 1ps
module keypad_decoder(
    input clk,
    input rst,
    input [3:0] row,
    output logic [3:0] col,
    output [3:0] decode_out,
    output is_a_key_pressed
  );
  logic [19:0] sclk;
  logic [3:0] decode_reg;
  logic is_a_key_pressed_reg;
  logic is_a_key_pressed_pulse;
  int count;
  always @ (posedge clk, posedge rst, posedge is_a_key_pressed_reg)
  begin
    if (rst == 1'b1)
    begin
      is_a_key_pressed_pulse = 1'b0;
      count = 1'b0;
    end
    else if (is_a_key_pressed_reg == 1'b1) begin
      is_a_key_pressed_pulse = 1'b1;
    end
    else
    begin
      if (is_a_key_pressed_pulse)
      begin
        if (count == 50_000_000)
        begin
          is_a_key_pressed_pulse = 1'b0;
          count <= 0;
        end
        else
        begin
          count <= count + 1;
        end
      end
    end
  end
  always_ff @ (posedge clk, posedge rst)
  begin
    if (rst == 1'b1)
    begin
      decode_reg = 4'b0;
      is_a_key_pressed_reg = 1'b0;
      sclk = 'b0;
    end
    else
    begin
      if (sclk == 20'd100000)
      begin
        col = 4'b0111;
        sclk = sclk + 1;
      end
      else if (sclk == 20'd100008)
      begin
        if (row == 4'b0111)
        begin
          decode_reg = 4'b0001;  
          is_a_key_pressed_reg = 1'b1;
        end
        else if (row == 4'b1011)
        begin
          decode_reg = 4'b0100;  
          is_a_key_pressed_reg = 1'b1;
        end
        else if (row == 4'b1101)
        begin
          decode_reg = 4'b0111;  
          is_a_key_pressed_reg = 1'b1;
        end
        else if (row == 4'b1110)
        begin
          decode_reg = 4'b0000;  
          is_a_key_pressed_reg = 1'b1;
        end
        else
        begin
          decode_reg = decode_reg;
          is_a_key_pressed_reg = 0;
        end
        sclk = sclk + 1;
      end
      else if (sclk == 20'd200000)
      begin
        col = 4'b1011;
        sclk = sclk + 1;
      end
      else if (sclk == 20'd200008)
      begin
        if (row == 4'b0111)
        begin
          decode_reg = 4'b0010;  
          is_a_key_pressed_reg = 1'b1;
        end
        else if (row == 4'b1011)
        begin
          decode_reg = 4'b0101;  
          is_a_key_pressed_reg = 1'b1;
        end
        else if (row == 4'b1101)
        begin
          decode_reg = 4'b1000;  
          is_a_key_pressed_reg = 1'b1;
        end
        else if (row == 4'b1110)
        begin
          decode_reg = 4'b1111;  
          is_a_key_pressed_reg = 1'b1;
        end
        else
        begin
          decode_reg = decode_reg;
          is_a_key_pressed_reg = 0;
        end
        sclk = sclk + 1;
      end
      else if (sclk == 20'd300000)
      begin
        col = 4'b1101;
        sclk = sclk + 1;
      end
      else if (sclk == 20'd300008)
      begin
        if (row == 4'b0111)
        begin
          decode_reg = 4'b0011;  
          is_a_key_pressed_reg = 1'b1;
        end
        else if (row == 4'b1011)
        begin
          decode_reg = 4'b0110;  
          is_a_key_pressed_reg = 1'b1;
        end
        else if (row == 4'b1101)
        begin
          decode_reg = 4'b1001;  
          is_a_key_pressed_reg = 1'b1;
        end
        else if (row == 4'b1110)
        begin
          decode_reg = 4'b1110;  
          is_a_key_pressed_reg = 1'b1;
        end
        else
        begin
          decode_reg = decode_reg;
          is_a_key_pressed_reg = 0;
        end
        sclk = sclk + 1;
      end
      else if (sclk == 20'd400000)
      begin
        col = 4'b1110;
        sclk = sclk + 1;
      end
      else if (sclk == 20'd400008)
      begin
        if (row == 4'b0111)
        begin
          decode_reg = 4'b1010;  
          is_a_key_pressed_reg = 1'b1;
        end
        else if (row == 4'b1011)
        begin
          decode_reg = 4'b1011;  
          is_a_key_pressed_reg = 1'b1;
        end
        else if (row == 4'b1101)
        begin
          decode_reg = 4'b1100;  
          is_a_key_pressed_reg = 1'b1;
        end
        else if (row == 4'b1110)
        begin
          decode_reg = 4'b1101;  
          is_a_key_pressed_reg = 1'b1;
        end
        else
        begin
          decode_reg = decode_reg;
          is_a_key_pressed_reg = 0;
        end
        sclk = 'b0;
      end
      else
      begin
        sclk = sclk + 1;
      end
    end  
  end  
  assign is_a_key_pressed = is_a_key_pressed_pulse;
  assign decode_out = decode_reg;
endmodule
File: run.sh
#!/bin/bash
# OpenROAD 26Q1-2900-gdf79404cd8, Yosys 0.63+post, stock flow scripts
make -C /OpenROAD-flow-scripts/flow DESIGN_CONFIG=/design/flow/config.mk WORK_HOME=/design/flow/orfs finish
==> impl_metrics.csv <==
group,metric,value,unit
run_status,status,"finished, violations left",
run_status,violations,"negative setup slack",
routing,antenna-diode-count,0,
flow_run,cap_violations,0,
clock_network,insertion_delay,0.34,ns
global_routing,grt_pass1_vias,3440,
setup_path,path_delay_family,"simple AND/OR/NAND/NOR gates",
global_routing,grt-busiest-layer,"met2",
final_layout,final_util,0.756,
global_routing,grt_remaining_overflow,0,
routing,avgViaCountPerCell,5.41,
flow_run,warning_count,61,
die,io_pins,15,
synthesis,ys_cells,420,
sta,tightest_slew,0.537,ns
sta,finalHoldViolCount,0,
setup_path,regToRegSetupSlack,-0.39,ns
setup_path,cpMaxStageDelayCell,"dfrtp_2",
pwr,p_leak,2.42,nW
synthesis,ys_warn_count,5,
synthesis,syn_avg_cell_area,9.54,µm²
clock_network,clk_pin_slew,0.07,ns
placed_design,dp_cells,605,
routing,dr.pass1.iters,4,
setup_path,critPathKind,"reg2reg",
die,core-area,0.00773,mm²
placed_design,finalWeightedCongestion,0.867,
routing,wl_per_cell,15.1,µm
clock_network,tritoncts,"built",
synthesis,top_cell_area_share,0.268,
final_layout,largest_reg_flops,32,
sta,fmax,502,MHz
synthesis,netlist_instances,420,
pwr,powerDensity,581,mW/mm²
placed_design,placed_area,0.00499,mm²
setup_path,crit_buf_inv,0,
synthesis,ff_type,"dfbbp_1",
final_layout,final_layout_size_suffix_gt1_frac,0.413,
global_routing,grt_max_degree,35,
die,placementRows,32,
placed_design,dp_hpwl,6200,µm
synthesis,ys_seq_frac,0.454,
final_layout,stdcell_count,647,
sta,setup_ws,-0.393,ns
sta,rsz0062_at_grt,"true",
routing,routed_wl,9780,µm
setup_path,cp-start-kind,"flop",
sta,min_period_over_period,1.25,
pwr,max-vdd-ir-drop,0.586,mV
sta,setup_viol,46,
setup_path,critPathLaunch,"sclk[13]",
setup_path,crit_path_end,"decode_reg[2]",
global_routing,grtUsageTotal,0.247,
clock_network,htree_levels,3,
routing,ant_nets,0,
synthesis,syn_area,0.00401,mm²
setup_path,worstReg2RegStart,"sclk[13]",
clock_network,cts.sinks,62,
global_routing,use_met1,0.375,
routing,num_vias,3501,
placed_design,io_buffer_count,14,
final_layout,nFillCells,510,
setup_path,r2r_end,"decode_reg[2]",
final_layout,final_area,0.00584,mm²
synthesis,yosys-top-cells-area,"dfbbp_1 (27%), dfrtp_1 (16%), xnor2_1 (9.2%), nand2_1 (5.0%), a21oi_1 (4.6%)",
global_routing,use_met2,0.411,
setup_path,critPathRequiredTime,1.82,ns
setup_path,path_cells,"nor4_4 -> nand4_1 -> a2111oi_2 -> nor3_1 -> mux2_4",
setup_path,slowest_delay,0.47,ns
routing,drtIter0Drc,142,
clock_network,root_buffer,"clkbuf_8",
routing,drc_errors,0,
synthesis,synth-edff-count,4,
synthesis,numSynthFlops,62,
final_layout,top_register,"count",
synthesis,synth.distinct_cells,57,
synthesis,yosysTopAreaCell,"dfbbp_1",
clock_network,clockBufferDepth,2,
setup_path,worstPathArrival,2.21,ns
sta,finalCriticalPeriod,1.99,ns
global_routing,grt_pass1_wl,16000,µm
clock_network,cts_buffers,9,
global_routing,antenna_found_initial,0,
global_routing,use_met3,0.0298,
die,initCoreUtil,0.519,
setup_path,reg2reg_depth,5,
setup_path,cp-end-kind,"flop",
pwr,p_total,3.40,mW
die,die_w,91.5,µm
sta,finClkSkew,0.0117,ns
synthesis,ys_area,0.00401,mm²
final_layout,area_growth,45.8,%
sta,slew_headroom,0.641,
die,die-height,91.5,µm
sta,fin_setup_tns,-10.57,ns
synthesis,synth-async-reset-ratio,0.935,
hold_path,hp-class,"reg2async",
sta,slew_viol_final,0,
setup_path,worstPathMaxFanout,5,
die,dieArea,0.00838,mm²
setup_path,cp.depth,5,
[metrics by stage]
step	setup slack (ns)	hold WS, ns
6_report	-0.393	0.392
3_5_place_dp	-0.500	0.383
5_1_grt	-0.455	0.416
2_1_floorplan	-0.362	0.367
4_1_cts	-0.362	0.389
3_3_place_gp	-0.446	0.374
[logic make-up (layout without fill, tap and decap cells)]
| group | count (synthesis) | count (layout) | share of synthesized area |
|---|---|---|---|
| DFF | 62 | 62 | 0.454 |
| xor gates and xnor gates | 51 | 51 | 0.111 |
| and+or+nand+nor | 189 | 191 | 0.280 |
| adders and majority gates | 4 | 4 | 0.0125 |
| buffers and inverters | 59 | 182 | 0.0568 |
| muxes | 6 | 6 | 0.0175 |
| AOI/OAI and AO/OA | 49 | 49 | 0.0681 |
[cell usage in the layout, fill, tap and decap left out, types with 4 or more instances in the layout]
master           count
xnor2_1             40
and2_4               4
and3_1               5
nor2_1              20
edfxtp_1             4
xor2_1               9
nor4b_4              5
clkbuf_8            10
nand2_2              7
nand4_1             11
nor3_4               8
nor2_2               8
clkdlybuf4s50_1     13
buf_6               21
buf_4               90
nand3_1             14
a21oi_1             37
nand3_2              7
dfbbp_1             33
inv_1               36
dfrtp_2             11
nor4_4               6
nand2_1             47
dfrtp_1             14
[layer usage]
| layer | share of wire | wire, µm |
|---|---|---|
| met1 | 0.47 | 4580 |
| met2 | 0.49 | 4840 |
| met3 | 0.026 | 250 |
| met4 | 0.011 | 112 |
| met5 | 0 | 0 |
[Yosys cell counts (all sizes together), types with 2 or more instances]
cell type  number
or3             2
nor4           11
nand2          54
xnor2          42
o22ai           2
inv            38
edfxtp          4
nor4bb          2
mux2            5
dfbbp          33
nor3b           2
ha              4
xor2            9
clkbuf         16
nor3           13
nor4b           6
and4            7
a21oi          37
nor2           30
nand4b          2
dfrtp          25
and4b           3
and2            4
nor2b           2
or4             2
o21ai           3
nand4          14
buf             5
and3            6
nand3          23
[how the worst min path moves through the flow]
stage                 slack (ns)        end      start
after CTS                   0.39  count[29]  count[29]
after global routing        0.42  count[22]  count[22]
final                       0.39  count[29]  count[29]
[power breakdown]
| group | internal, mW | switching (mW) | total [mW] |
|---|---|---|---|
| Sequential | 1.81 | 0.00331 | 1.82 |
| Clock | 0.790 | 0.602 | 1.39 |
| Combinational | 0.0770 | 0.109 | 0.186 |
[timing repair]
| item | in CTS | in global routing |
|---|---|---|
| hold buffers | 0 | 0 |
| buffers inserted | 18 | 11 |
| resized | 51 | 61 |
| gates cloned | 0 | 2 |
| pin swaps | 29 | 39 |
| setup endpoints to repair | 54 | 57 |
[final cells by class]
class,instances,area [µm²],share of cell area
Multi-Input combinational cell,301,2420,0.414
Sequential cell,62,1830,0.314
Timing Repair Buffer,128,1110,0.190
Clock buffer,14,195,0.0334
Inverter,38,148,0.0253
Tap cell,102,128,0.0218
Clock inverter,2,10.0,0.00171
Power and IR drop assume default switching activity.
