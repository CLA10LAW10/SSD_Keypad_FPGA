**design.v**
```verilog
`timescale 1ns / 1ps
module disp_ctrl(
    input logic [3:0] disp_val,
    output logic [6:0] seg_out
  );
  always_comb
  begin
    case (disp_val)
        4'h0 : seg_out = 7'b1111110;  
        4'h1 : seg_out = 7'b0110000;  
        4'h2 : seg_out = 7'b1101101;  
        4'h3 : seg_out = 7'b1111001;  
        4'h4 : seg_out = 7'b0110011;  
        4'h5 : seg_out = 7'b1011011;  
        4'h6 : seg_out = 7'b1011111;  
        4'h7 : seg_out = 7'b1110000;  
        4'h8 : seg_out = 7'b1111111;  
        4'h9 : seg_out = 7'b1110011;  
        4'ha : seg_out = 7'b1110111;  
        4'hb : seg_out = 7'b0011111;  
        4'hc : seg_out = 7'b1001110;  
        4'hd : seg_out = 7'b0111101;  
        4'he : seg_out = 7'b1001111;  
        4'hf : seg_out = 7'b1000111;  
        default : seg_out = 7'b0000000;
      endcase
    end
  endmodule
```
**run.sh**
```bash
#!/bin/bash
# OpenROAD 26Q1-2900-gdf79404cd8, Yosys 0.63+post, stock flow scripts
make -C /OpenROAD-flow-scripts/flow DESIGN_CONFIG=/design/flow/config.mk WORK_HOME=/design/flow/orfs finish
```
**config.mk**
```make
export PLATFORM = sky130hd
export DESIGN_NAME = disp_ctrl
export DESIGN_NICKNAME = disp_ctrl
export VERILOG_FILES = /design/flow/design.v
export SDC_FILE = /design/flow/constraint.sdc
export NUM_CORES = 4
export LEC_CHECK = 1
export CORE_AREA = 10 10 70 70
export DIE_AREA = 0 0 80 80
```
**constraint.sdc**
```tcl
current_design disp_ctrl

set clk_period 1.4
set clk_io_pct 0.2

create_clock -name clk0 -period $clk_period

set non_clock_inputs [all_inputs -no_clocks]
set_input_delay [expr $clk_period * $clk_io_pct] -clock clk0 $non_clock_inputs
set_output_delay [expr $clk_period * $clk_io_pct] -clock clk0 [all_outputs]
```
==> flow_summary.html <==
<h3>Run summary</h3>
<table>
<tr><th>Metric</th><th>Value</th></tr>
<tr><th colspan="2">Outcome</th></tr>
<tr><td>Result of the run</td><td>complete, but fails checks</td></tr>
<tr><td>Violated checks</td><td>setup timing</td></tr>
<tr><th colspan="2">Placed design</th></tr>
<tr><td>Routability congestion estimate</td><td>0.763</td></tr>
<tr><td>Worst slack at placement</td><td>-865 ps</td></tr>
<tr><td># port buffers</td><td>11</td></tr>
<tr><td>Half-perimeter wire length after detailed placement</td><td>723 um</td></tr>
<tr><td># placed instances</td><td>101</td></tr>
<tr><th colspan="2">Global route</th></tr>
<tr><td>First-pass GRT wire length</td><td>1510 um</td></tr>
<tr><td>Initial antenna violation count</td><td>0</td></tr>
<tr><td>Number of global-route vias before repair</td><td>330</td></tr>
<tr><td>Largest net degree at the start of global routing</td><td>11</td></tr>
<tr><td>Global-route congestion overflow total</td><td>0</td></tr>
<tr><td>Total global-route track usage</td><td>2.79%</td></tr>
<tr><th colspan="2">Worst setup path</th></tr>
<tr><td>Critical Path Fanout Max</td><td>3</td></tr>
<tr><td>Critical path startpoint</td><td>disp_val[0]</td></tr>
<tr><td>Type of the setup path with the least slack</td><td>in -&gt; out</td></tr>
<tr><td>Kind of start point of the critical path</td><td>input port</td></tr>
<tr><td>Crit path arrival time</td><td>1120 ps</td></tr>
<tr><td>Critical path data required time</td><td>1120 ps</td></tr>
<tr><td>Worst setup path end</td><td>seg_out[5]</td></tr>
<tr><td>Critical Path Sink Type</td><td>primary output</td></tr>
<tr><th colspan="2">Floorplan</th></tr>
<tr><td>Die Area</td><td>6400 um^2</td></tr>
<tr><td>Core Util at FP</td><td>8.10%</td></tr>
<tr><td>Number of placed I/O pins</td><td>11</td></tr>
<tr><td>Row count</td><td>21</td></tr>
<tr><td>Die width</td><td>80 um</td></tr>
<tr><td>Core footprint</td><td>3420 um^2</td></tr>
<tr><td>Height of the die</td><td>80 um</td></tr>
<tr><th colspan="2">Logic synthesis</th></tr>
<tr><td>Main area contributors</td><td>sky130_fd_sc_hd__ha_1 (32%), sky130_fd_sc_hd__a21oi_1 (9.0%), sky130_fd_sc_hd__inv_1 (8.1%)</td></tr>
<tr><td>Cell area after technology mapping</td><td>277 um^2</td></tr>
<tr><td>Largest area contributor in the synthesized netlist</td><td>sky130_fd_sc_hd__ha_1</td></tr>
<tr><td>Mean Syn Cell Area</td><td>7.09 um^2</td></tr>
<tr><td>Top cells by count</td><td>sky130_fd_sc_hd__ha_1 (7), sky130_fd_sc_hd__inv_1 (6), sky130_fd_sc_hd__a21oi_1 (5)</td></tr>
<tr><td>Area share of the largest cell type after synthesis</td><td>31.7%</td></tr>
<tr><td>Cell count after synthesis</td><td>39</td></tr>
<tr><td>Post-synth cell types</td><td>17</td></tr>
<tr><td>Post-synthesis cell type with the largest instance count</td><td>sky130_fd_sc_hd__ha_1</td></tr>
<tr><td>Total number of yosys warnings</td><td>1</td></tr>
<tr><td>Cell total in the yosys stat output</td><td>39</td></tr>
<tr><td>Seq share, synth</td><td>0%</td></tr>
<tr><td>Area of the synthesized netlist per yosys stat</td><td>277 um^2</td></tr>
<tr><th colspan="2">Layout</th></tr>
<tr><td>Clock buf count</td><td>0</td></tr>
<tr><td>Fraction of final layout cells with drive strength greater than 1</td><td>67.2%</td></tr>
<tr><td>Area grow syn2layout</td><td>126%</td></tr>
<tr><td>Non-filler instance count after layout</td><td>104</td></tr>
<tr><td>Fill cells</td><td>380</td></tr>
<tr><td>Sequential standard cell area</td><td>0 um^2</td></tr>
<tr><td>Total number of sequential cells</td><td>0</td></tr>
<tr><th colspan="2">Flow run</th></tr>
<tr><td>Number of max-capacitance violations reported</td><td>0</td></tr>
<tr><td>Number of warnings the tools reported</td><td>40</td></tr>
<tr><th colspan="2">STA</th></tr>
<tr><td>Post-route clock period utilization</td><td>100%</td></tr>
<tr><td># setup viols final</td><td>1</td></tr>
<tr><td>Final worst slack</td><td>-1.80 ps</td></tr>
<tr><td>Headroom to the max-slew limit</td><td>88.9%</td></tr>
<tr><td>Transition at the pin with the smallest max-transition slack</td><td>166 ps</td></tr>
<tr><td>FMAX</td><td>713 MHz</td></tr>
<tr><td>Number of max-slew violations in the final report</td><td>0</td></tr>
<tr><td>Final critical-path required period</td><td>1400 ps</td></tr>
<tr><td>Final-report hold violation count</td><td>0</td></tr>
<tr><td>Unrepaired setup endpoints after global routing</td><td>true</td></tr>
<tr><th colspan="2">Power</th></tr>
<tr><td>IR drop worst, VDD</td><td>0.0000506 V</td></tr>
<tr><td>Power Total</td><td>0.000159 W</td></tr>
<tr><td>Leakage</td><td>0.245 nW</td></tr>
<tr><td>P per Cell Area</td><td>254 nW/um^2</td></tr>
<tr><th colspan="2">Routing</th></tr>
<tr><td>Drt initial violations</td><td>10</td></tr>
<tr><td>Number of nets with antenna violations after routing</td><td>0</td></tr>
<tr><td>Total number of vias</td><td>316</td></tr>
<tr><td>Remaining design rule violation count</td><td>0</td></tr>
<tr><td>Antenna cell count</td><td>0</td></tr>
<tr><td>Sum of routed wire length over all layers</td><td>932 um</td></tr>
<tr><td>First drt pass iteration count</td><td>4</td></tr>
<tr><td>Post-DR vias/cell</td><td>3.04</td></tr>
<tr><td>Routed wire per std cell</td><td>8.96 um</td></tr>
<tr><th colspan="2">Min path</th></tr>
<tr><td>Min-Delay Path Class</td><td>in -&gt; out</td></tr>
<tr><td>Hold path cells</td><td>4</td></tr>
<tr><th colspan="2">CTS</th></tr>
<tr><td>Hold-fix buffer count after cts</td><td>0</td></tr>
</table>
-- repair_timing --
action | in CTS | in global routing
endpoints found under the hold margin | 0 | 0
pin swaps | 7 | 6
endpoints found under the setup margin | 7 | 6
resized | 66 | 11
buffers inserted | 3 | 0
-- cells by family after synthesis --
| group | count (synthesis) | synth area share (%) |
|---|---|---|
| mux | 2 | 9.05 |
| simple gates | 11 | 21.3 |
| compound gates | 11 | 23.1 |
| fa+ha+maj | 7 | 31.7 |
| buf+inv | 8 | 14.9 |
-- worst max-delay path: stages --
cell	delay (ps)
sky130_fd_sc_hd__buf_12	110
sky130_fd_sc_hd__buf_8	120
sky130_fd_sc_hd__ha_4	140
sky130_fd_sc_hd__inv_2	50
sky130_fd_sc_hd__mux2i_1	60
sky130_fd_sc_hd__mux2_4	250
sky130_fd_sc_hd__buf_2	110
-- how the worst min path moves through the flow --
stage / to / slack (ps) / startpoint
after CTS: seg_out[5] / 990 / disp_val[3]
after global routing: seg_out[5] / 1030 / disp_val[3]
final: seg_out[5] / 990 / disp_val[3]
-- metrics by stage --
| step | TNS (ps) | util [%] | hold slack, ps | instance area, um^2 |
|---|---|---|---|---|
| 2_1_floorplan | 0 | - | 647 | 277 |
| 3_3_place_gp | -5710 | 14.0 | 1720 | 478 |
| 3_5_place_dp | -5760 | 14.0 | 1740 | 478 |
| 4_1_cts | -29.9 | 16.7 | 995 | 572 |
| 5_1_grt | -87.4 | 18.3 | 1030 | 626 |
| 6_report | -1.80 | 18.3 | 992 | 626 |
-- cell type report --
cell class         count  area [um^2]  share of cell area, %
inverters              6         32.5                   5.20
multi-input cells     31          350                   56.0
well taps             46         57.6                   9.20
repair buffers        21          185                   29.6
-- metal layers --
layer,up-vias,global-route usage [%],share of wire [%]
met5,-,0,0
met2,4,5.38,51
met3,0,0.455,3.6
met1,139,3.30,46
met4,0,0,0
li1,173,-,-
-- report_power, final --
group	internal, W	switching (W)	leakage [nW]
logic	0.0000894	0.0000695	0.245
registers	0	0	0
clock network	0	0	0
-- cells in the final DEF (no fill, tap or decap) --
| master | instances |
|---|---|
| sky130_fd_sc_hd__inv_1 | 3 |
| sky130_fd_sc_hd__a211oi_2 | 1 |
| sky130_fd_sc_hd__buf_6 | 3 |
| sky130_fd_sc_hd__buf_12 | 2 |
| sky130_fd_sc_hd__buf_2 | 8 |
| sky130_fd_sc_hd__nor3_2 | 1 |
| sky130_fd_sc_hd__inv_2 | 1 |
| sky130_fd_sc_hd__buf_4 | 6 |
| sky130_fd_sc_hd__ha_4 | 6 |
| sky130_fd_sc_hd__clkdlybuf4s15_2 | 1 |
| sky130_fd_sc_hd__nor3b_2 | 1 |
| sky130_fd_sc_hd__buf_8 | 1 |
| sky130_fd_sc_hd__o32a_1 | 1 |
| sky130_fd_sc_hd__ha_2 | 1 |
| sky130_fd_sc_hd__nand2b_1 | 1 |
| sky130_fd_sc_hd__o21ai_2 | 1 |
| sky130_fd_sc_hd__a21oi_2 | 1 |
| sky130_fd_sc_hd__nor3_1 | 2 |
| sky130_fd_sc_hd__nand2_4 | 1 |
| sky130_fd_sc_hd__and2b_1 | 2 |
| sky130_fd_sc_hd__nor2_4 | 1 |
| sky130_fd_sc_hd__nand2_1 | 2 |
| sky130_fd_sc_hd__inv_6 | 2 |
| sky130_fd_sc_hd__a31oi_1 | 1 |
| sky130_fd_sc_hd__a21oi_1 | 4 |
| sky130_fd_sc_hd__o21ai_1 | 2 |
| sky130_fd_sc_hd__mux2_4 | 1 |
| sky130_fd_sc_hd__mux2i_1 | 1 |
Power and IR drop assume default switching activity.
